<file path="design/flow/config.mk">
export PLATFORM = sky130hd
export DESIGN_NAME = adder_subtractor_unit
export DESIGN_NICKNAME = adder_subtractor_unit
export VERILOG_FILES = /design/flow/design.v
export SDC_FILE = /design/flow/constraint.sdc
export NUM_CORES = 4
export LEC_CHECK = 1
export CORE_AREA = 10 10 70 70
export DIE_AREA = 0 0 80 80
</file>
<file path="design/flow/constraint.sdc">
current_design adder_subtractor_unit

set clk_period 9.4
set clk_io_pct 0.2

create_clock -name clk0 -period $clk_period

set non_clock_inputs [all_inputs -no_clocks]
set_input_delay [expr $clk_period * $clk_io_pct] -clock clk0 $non_clock_inputs
set_output_delay [expr $clk_period * $clk_io_pct] -clock clk0 [all_outputs]
</file>
<file path="design/flow/design.v">
module adder_subtractor_unit #(
    parameter WIDTH = 8
)(
    input  logic signed [WIDTH-1:0] a,
    input  logic signed [WIDTH-1:0] b,
    input  logic                    sub,   
    output logic signed [WIDTH-1:0] y
);
    always_comb begin
        if (!sub)
            y = a - b;
        else
            y = a + b;
    end
endmodule
</file>
<file path="design/flow/run.sh">
#!/bin/bash
# OpenROAD 26Q1-2900-gdf79404cd8, Yosys 0.63+post, stock flow scripts
make -C /OpenROAD-flow-scripts/flow DESIGN_CONFIG=/design/flow/config.mk WORK_HOME=/design/flow/orfs finish
</file>
==> flow_summary_export.csv <==
group,metric,value,unit
placed_design,place_area,763.2,um^2
final_timing,setup_repair_after_global_routing_missed_its_margin,"false",
grt,gr-usage-all-layers,4.185,%
route,initialDrtViolationCount,10,
pwr,clockPowerShare,0,%
die,placement_rows,21,
route,first_pass_iteration_count_of_the_detailed_router,4,
die,placeableCoreArea,3416,um^2
placed_design,port_buffers,25,
final_timing,fin_tns_setup,0,ns
route,via_count,473,
clocking,cts.hold.buffers_added,0,
finish,final_area,763.2,um^2
pwr,pwr-share-comb,100.0,%
final_timing,hold_viol,0,
route,average_detailed_routed_wire_length_per_instance,10.11,um
grt,grt_first_pass_wirelength,2.221,mm
worst_hold_path,hold_class,"in -> out",
logic_synthesis,xor_share_synth,23.08,%
pwr,p_per_area,81.18,nW/um^2
placed_design,gpl.final_weighted_congestion,0.7048,
worst_setup_path,endpoint_kind,"output port",
route,avgViaCountPerCell,3.638,
pwr,switching_share,37.03,%
worst_hold_path,hold_path_depth,3,
logic_synthesis,postSynthSeqShare,0,%
placed_design,dpl.hpwl,1.213,mm
logic_synthesis,synth.cellmix.simpleShare,21.43,%
grt,grt-ovfl-total,0,
finish,sequential_cell_area,0,um^2
worst_setup_path,signal_arrival_time_at_the_worst_endpoint,4.54,ns
logic_synthesis,netlist.area_leader.share,21.98,%
die,die_h,80,um
logic_synthesis,yosys-top-cells-count,"ha_1 (8), xnor2_1 (8), inv_1 (7), nor2_1 (7), xor2_1 (4)",
die,chip_area,6400,um^2
logic_synthesis,synth_warnings,1,
logic_synthesis,mappedNetlistArea,455.4,um^2
route,remaining_drc_errors,0,
clocking,ctsResizeCount,0,
grt,grt_pass1_vias,510,
logic_synthesis,post_synth.cell_area_avg,7.719,um^2
logic_synthesis,compound_area_share,20.88,%
final_timing,slew_at_the_pin_closest_to_its_max_slew_limit,0.2748,ns
final_timing,slew-limit-headroom,81.48,%
worst_hold_path,hold_path_end,"y[0]",
grt,grt_start_max_net_pins,8,
route,drt.antenna.violating_nets,0,
logic_synthesis,synth.logic.top_family,"adder cells",
clocking,post-cts-setup-buffer-count,0,
worst_setup_path,cp_max_fo,3,
route,antenna_cells,0,
worst_setup_path,required_time_at_the_endpoint_of_the_critical_path,7.52,ns
pwr,power.switching,0.02294,mW
pwr,power_report.internal_total,0.03902,mW
flow_run,log.warning_count,32,
die,initial_utilization,13.33,%
finish,flow.area_growth_from_synthesis,67.58,%
worst_setup_path,worst_path_class_setup,"in -> out",
final_timing,fmax,0.1557,GHz
logic_synthesis,synth_cell_type_count,23,
pwr,p_leak,0.3102,nW
route,routed_wirelength,1.314,mm
logic_synthesis,ys_top_cells_by_area,"ha_1 (22%), xnor2_1 (15%), xor2_1 (7.7%)",
logic_synthesis,synth.largest_area_cell,"ha_1",
logic_synthesis,synth_stat.cells,59,
finish,post_route_cells_drive_above_1_share,7.143,%
finish,final.clkbuf_count,0,
final_timing,setup_violations,0,
run_status,run_status,"completed",
die,die_w,80,um
grt,grt_antenna_before_repair,0,
flow_run,drv_cap,0,
die,io_pins,25,
logic_synthesis,muxShareOfSynthArea,2.473,%
final_timing,timing.final.max_slew_violations,0,
final_timing,min_period,6.422,ns
finish,numSequentialCells,0,
pwr,irDropWorstVdd,0.00001912,V
worst_setup_path,startpoint_type,"primary input",
logic_synthesis,synth_chip_area,455.4,um^2
worst_hold_path,worst_hold_startpoint,"a[0]",
logic_synthesis,synthCells,59,
logic_synthesis,post_synth_fa_ha_maj_area_fraction,26.37,%
pwr,seqPwrFrac,0,%
final_timing,post-route-period-util,68.32,%
==> critical path: stages <==
cell and delay [ns]:
clkdlybuf4s50_1 0.52, inv_1 0.06, ha_1 0.28, mux2_2 0.29
fa_1 0.44, a21o_1 0.18, a21oi_1 0.22, o21ai_0 0.12
nand3_1 0.08, clkdlybuf4s50_1 0.48
==> final cells by class <==
| class | count | area (um^2) |
|---|---|---|
| inverters | 7 | 26.28 |
| well taps | 46 | 57.56 |
| multi-input cells | 52 | 429.2 |
| repair buffers | 25 | 250.2 |
| fillers | 391 | 2653 |
==> power by group through the flow <==
stage / clock network (mW) / registers [mW] / logic [mW]
finish: 0 / 0 / 0.0620
global route: 0 / 0 / 0.0697
CTS: 0 / 0 / 0.0638
==> routing by layer <==
metal  global-route usage (%)  share of wire, %  vias up  wire length [um]
met3                    1.136               7.2        0                95
li1                         -                 -      262                 -
met1                    5.824                50      196               663
met2                    6.661                42       15               555
met5                        0                 0        -                 0
met4                        0                 0        0                 0
==> stage by stage <==
step	power, mW	hold WS (ns)	cells	utilization (%)	worst slack [ns]
floorplan	0.02925	3.832	59	-	4.106
global placement	0.06252	4.819	130	22.34	2.990
detailed placement	0.06361	4.810	130	22.34	2.974
CTS	0.06382	4.820	130	22.34	2.957
global route	0.06974	4.844	130	22.34	2.806
finish	0.06196	4.806	130	22.34	2.978
==> cell usage in the layout, fill, tap and decap left out <==
cell	count
a21o_1	1
a21oi_1	2
a21oi_2	1
a221oi_1	1
a31oi_1	3
clkdlybuf4s50_1	25
fa_1	1
ha_1	8
inv_1	7
mux2_2	1
nand2_1	1
nand3_1	3
nand3b_1	1
nor2_1	7
nor2b_1	2
nor3_1	1
nor3_2	2
nor3b_1	1
o211ai_2	1
o21ai_0	1
o21bai_1	1
o41ai_2	1
xnor2_1	8
xor2_1	4
==> worst max-delay path by stage <==
stage / start / end / slack, ns / cells past startpoint
after CTS: b[0] / y[6] / 2.96 / 10
after global routing: b[1] / y[7] / 2.81 / 11
final: b[0] / y[6] / 2.98 / 10
==> cell families after synthesis <==
group / after synthesis
buffers and inverters: 7
adders and majority gates: 9
AOI/OAI and AO/OA: 12
muxes: 1
xor gates and xnor gates: 12
and+or+nand+nor: 18
Power figures rest on the tool's default switching activity, not on a simulated workload.
