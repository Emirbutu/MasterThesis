===== design/flow/run.sh =====
#!/bin/bash
# OpenROAD 26Q1-2900-gdf79404cd8, Yosys 0.63+post, stock flow scripts
make -C /OpenROAD-flow-scripts/flow DESIGN_CONFIG=/design/flow/config.mk WORK_HOME=/design/flow/orfs finish

===== design/flow/config.mk =====
export PLATFORM = sky130hd
export DESIGN_NAME = adder
export DESIGN_NICKNAME = adder
export VERILOG_FILES = /design/flow/design.v
export SDC_FILE = /design/flow/constraint.sdc
export NUM_CORES = 4
export LEC_CHECK = 1
export CORE_AREA = 10 10 101 101
export DIE_AREA = 0 0 111 111

===== design/flow/constraint.sdc =====
current_design adder

set clk_period 27.3
set clk_io_pct 0.2

create_clock -name clk0 -period $clk_period

set non_clock_inputs [all_inputs -no_clocks]
set_input_delay [expr $clk_period * $clk_io_pct] -clock clk0 $non_clock_inputs
set_output_delay [expr $clk_period * $clk_io_pct] -clock clk0 [all_outputs]

===== design/flow/design.v =====
module adder #(
    parameter int DATAW = 32
)(
    input logic signed [DATAW-1:0] a,
    input logic signed [DATAW-1:0] b,
    output logic signed [DATAW-1:0] sum
);
    logic ovf_positive;
    logic ovf_negative;
    logic signed [DATAW:0] sum_temp;
    assign sum_temp = a + b;
    assign ovf_positive = (a[DATAW-1] == 0 && b[DATAW-1] == 0 && sum_temp[DATAW-1] == 1);
    assign ovf_negative = (a[DATAW-1] == 1 && b[DATAW-1] == 1 && sum_temp[DATAW-1] == 0);
    always_comb begin
        if (ovf_positive) begin
            sum = {1'b0, {DATAW-1{1'b1}}};  
        end else if (ovf_negative) begin
            sum = {1'b1, {DATAW-1{1'b0}}};  
        end else begin
            sum = sum_temp[DATAW-1:0];  
        end
    end
endmodule

==> notes.md <==
Purpose: to document the outcome of synthesis and place and route.

Routing
For this run, design rule violations remaining after detail routing come to 0. The iteration count recorded for the first detailed-route pass is 4. The final wirelength is 6.70 mm. Antenna repair during routing inserted a diode count of 0. The first routing iteration left 79 violations. The number of antenna-violating nets in the routed design is 0. TritonRoute output was used to compute an average wire per cell of 14.3 µm.

The number of vias in the routed layout is 2354. The routed design shows a via density per instance of 5.03.

GRT
The initial antenna violation count was 0. Summed over all layers, the global routing overflow is 0. The first global-routing pass estimated 11.1 mm of wire. The total routing usage reported by global routing is 10.2%. The number of global-route vias before repair is 2315. The pin count of the biggest net entering global routing is 33.

Synthesis
The cell type with the highest aggregate area in the netlist is sky130_fd_sc_hd__ha_1. The post-synthesis cell count from yosys is 282. The average cell area after synthesis is 7.19 µm². The proportion of synthesized chip area in sequential cells is 0%. In the synthesized netlist, the number of instances is 282.

The main area contributors are sky130_fd_sc_hd__ha_1 20%, sky130_fd_sc_hd__o21ai_0 11%, sky130_fd_sc_hd__a21oi_1 6.9%. The top-area cell type share of the netlist area is 20.4%. The cell area after synthesis is 2030 µm². The Yosys chip area is 2030 µm². The synthesis warning total is 1. The post-synthesis cell type count is 51.

Pwr
The sequential power share is 0%. The switching part of the total is 41.1%. Dividing total power by cell area gives a power density of 26.9 nW/µm².

The share of total power in combinational logic is 100.0%. In the power breakdown, the internal column shows 47.1 µW. The leakage power total is 1.22 nW.

The analysis reports a worst IR drop on VDD of 0.00000863 V. The clock network fraction of total power is 0%. After layout, the design draws a total of 80.0 µW. The switching power is 32.9 µW.

Outcome
The flow ran to the end, and the final reports show no timing, DRC or antenna violations.

Finish
The utilization of the core after routing is 36.5%. Per the cell usage report, the commonest logic cells after layout are 96 x sky130_fd_sc_hd__clkdlybuf4s50_1, 43 x sky130_fd_sc_hd__o21ai_0, 33 x sky130_fd_sc_hd__ha_1. By instance count after routing, the leading logic cell type is sky130_fd_sc_hd__clkdlybuf4s50_1. According to the cell report, flip-flops and latches in the layout number 0. From synthesis to final layout, the design area changed by 46.5%. Per the layout area report, the register area comes to 0 µm². Fill cells in the final layout number 833. The number of clock-tree buffers in the layout is 0.

The share of final-layout standard cells stronger than drive strength 1 is 3.86%. The combined area of the multi-input logic cells is 1850 µm².

CTS
The total setup buffers inserted after CTS is 0. The number of instances resized during post-cts repair is 0. The post-cts hold-fix buffer tally is 0.

Place
The number of input and output port buffers inserted is 96. Once detailed placement completed, the half-perimeter wirelength came to 5.64 mm. The final estimated routing congestion in global placement is 0.823.

Final timing
Setup repair after global routing left no endpoint under its margin. The accumulated negative setup slack is 0 ns. Setup violations remaining at the end of the flow were counted as 0. Checking max transition, the worst relative margin is 38.9%. Dividing the final minimum period by the clock period gives 53.5%. The highest clock rate this design can be run at is 0.0684 GHz. After layout, the minimum clock period comes to 14.62 ns. The worst-case hold slack is 12.06 ns. The hold violation count in the final report is 0. The final count of pins violating max slew is 0. The pin closest to its max-slew limit shows a slew of 0.898 ns.

Floorplan
The die boundary width is 111 µm. According to the floorplan report, the placeable core area is 8130 µm². The chip occupies 12300 µm². The top-level I/O count is 96. The share of the core area taken by cells at floorplan is 24.9%. The floorplan has 33 rows. Per the OpenROAD floorplan log, the height of the die is 111 µm.

Worst hold path
The class of the tightest hold or removal check is primary input to output pin.

Critical path
At the worst endpoint, the arrival time is 9.16 ns. The class of the most critical setup path is primary input to output pin. Looking at the critical path, the highest net fanout was 32. The required time at the endpoint of the critical path is 21.84 ns.

The critical path launch point type is a primary input. STA classifies the critical path endpoint as an output pin.

Flow run
The run reported a max-capacitance violation count of 0. The number of OpenROAD warnings is 33.
==> area by class of cell <==
| type | instances | area share (%) |
|---|---|---|
| multi-input combinational | 258 | 62.1 |
| timing repair buffer | 96 | 32.3 |
| tap | 105 | 4.42 |
| inverter | 9 | 1.14 |
==> path summary, 6_finish.rpt <==
path / from / endpoint / slack, ns / depth (start not counted)
worst min-delay path: b[1] / sum[1] / 12.06 / 5
worst max-delay path: a[2] / sum[28] / 12.68 / 11
==> power groups by stage <==
stage	Combinational (mW)	Sequential, mW	Clock (mW)
4_1_cts	0.0813	0	0
5_1_grt	0.0897	0	0
6_report	0.0800	0	0
==> cell usage after synthesis, types with 6 or more instances <==
library cell                n
sky130_fd_sc_hd__inv_1      9
sky130_fd_sc_hd__a21oi_1   28
sky130_fd_sc_hd__a211oi_1   6
sky130_fd_sc_hd__nor2_1    20
sky130_fd_sc_hd__nand4_1    7
sky130_fd_sc_hd__ha_1      33
sky130_fd_sc_hd__xor2_1    13
sky130_fd_sc_hd__nand2_1   19
sky130_fd_sc_hd__xnor2_1   13
sky130_fd_sc_hd__a21o_1    13
sky130_fd_sc_hd__o21ai_0   43
sky130_fd_sc_hd__nor3_1     8
==> layer usage <==
metal	share of wire [%]	track usage, %
met5	0	0
met4	0	0.0868
met1	49	14.3
met3	6.1	1.92
met2	45	16.6
==> critical path, cell delays in order <==
cell and delay [ns]:
sky130_fd_sc_hd__clkdlybuf4s50_1 0.40, sky130_fd_sc_hd__ha_1 0.35, sky130_fd_sc_hd__o211ai_1 0.13, sky130_fd_sc_hd__o21ai_2 0.23
sky130_fd_sc_hd__a31o_4 0.21, sky130_fd_sc_hd__a31oi_4 0.10, sky130_fd_sc_hd__o31a_1 0.35, sky130_fd_sc_hd__o31a_4 0.40
sky130_fd_sc_hd__mux2i_4 0.36, sky130_fd_sc_hd__o41ai_1 0.59, sky130_fd_sc_hd__clkdlybuf4s50_1 0.57
==> kinds of logic (layout without fill, tap and decap cells) <==
logic type	count (synthesis)	in the layout	synth area share, %
buffers and inverters	24	105	9.01
AOI/OAI and AO/OA	125	125	39.6
adders and majority gates	34	34	21.3
muxes	2	2	1.85
and+or+nand+nor	71	71	17.0
xor gates and xnor gates	26	26	11.2
==> metrics by stage <==
stage	setup WS [ns]	cells	instance area (µm²)
2_1_floorplan	14.19	282	2030
3_3_place_gp	12.72	468	2970
3_5_place_dp	12.72	468	2970
4_1_cts	12.69	468	2970
5_1_grt	12.46	468	2970
6_report	12.68	468	2970
Power and IR drop assume default switching activity.
