==> flow/design.v <==
module counter #(
    parameter int WIDTH = 8              
)(
    input  logic                clk,       
    input  logic                rst_n,     
    input  logic                en,        
    output logic [WIDTH-1:0]    count,     
    output logic                wrap       
);
    localparam int MAX_VALUE = 2**WIDTH-1;
    logic [WIDTH-1:0] next_count;
    logic will_wrap;
    assign will_wrap = (count == MAX_VALUE);
    always_comb begin
        if (!en) begin
            next_count = '0;
        end else begin
            next_count = will_wrap ? '0 : count + 1'b1;
        end
    end
    always_ff @(posedge clk or negedge rst_n) begin
        if (!rst_n) begin
            count <= '0;
            wrap  <= 1'b0;
        end else begin
            count <= next_count;
            wrap  <= will_wrap;
        end
    end
    initial begin
        if (WIDTH <= 0) begin
            $error("WIDTH must be positive");
        end
        if (MAX_VALUE >= 2**WIDTH) begin
            $error("MAX_VALUE must be less than 2**WIDTH");
        end
    end
endmodule
==> flow/run.sh <==
#!/bin/bash
# OpenROAD 26Q1-2900-gdf79404cd8, Yosys 0.63+post, stock flow scripts
make -C /OpenROAD-flow-scripts/flow DESIGN_CONFIG=/design/flow/config.mk WORK_HOME=/design/flow/orfs finish
==> flow/config.mk <==
export PLATFORM = sky130hd
export DESIGN_NAME = counter
export DESIGN_NICKNAME = counter
export VERILOG_FILES = /design/flow/design.v
export SDC_FILE = /design/flow/constraint.sdc
export NUM_CORES = 4
export LEC_CHECK = 1
export CORE_AREA = 10 10 70 70
export DIE_AREA = 0 0 80 80
==> flow/constraint.sdc <==
current_design counter

set clk_period 2.0
set clk_io_pct 0.2

create_clock -name clk0 -period $clk_period [get_ports {clk}]

set non_clock_inputs [all_inputs -no_clocks]
set_input_delay [expr $clk_period * $clk_io_pct] -clock clk0 $non_clock_inputs
set_output_delay [expr $clk_period * $clk_io_pct] -clock clk0 [all_outputs]
==> qor_table.md <==
| Step | Result | Reported |
|:---|:---|:---|
| critical path | Master of the slowest instance on the critical path | sky130_fd_sc_hd__clkdlybuf4s50_1 |
| place | Gp weighted congestion | 0.812 |
| final layout | Final std cell area, no fill | 602 um^2 |
| critical path | Peak fanout along the critical path | 7 |
| timing | Worst max-slew margin expressed relative to the limit | 0.738 |
| job | Stage-log warning count | 25 |
| critical path | Crit path largest cell delay | 510 ps |
| routing | Detail Route met3 WL | 92 um |
| critical path | Data arrival at the endpoint of the critical path | 1230 ps |
| timing | Final setup violation count | 0 |
| final layout | Fraction of layout instances using a drive strength above 1 | 0.0909 |
| routing | Final antenna diode count | 0 |
| grt | Number of global-route vias before repair | 347 |
| cts | Post-cts repair resize count | 0 |
| grt | Global-route usage over all layers | 0.0313 |
| routing | Routed met2 length | 424 um |
| routing | Total iterations of the first detailed-routing run | 4 |
| pwr | Leak pwr | 0.231 nW |
| cts | Root buffer cell | sky130_fd_sc_hd__clkbuf_4 |
| timing | Actual slew at the worst max-slew pin | 392 ps |
| synth | Total of flip-flops plus latches after synthesis | 9 |
| grt | Grt ovf | 0 |
| synth | Post-Syn Instances | 40 |
| grt | Initial antenna violation count | 0 |
| grt | First-pass GRT wire length | 1580 um |
| cts | Clock slew seen by the registers of the worst setup and hold paths | 60 ps |
| cts | Clock Sink Count | 9 |
| critical path | Critical Path RT | 1600 ps |
| cts | Number of hold buffers added after CTS | 0 |
| grt | Largest net degree at the start of global routing | 10 |
| synth | Count of instantiated cells in the yosys netlist | 40 |
| routing | Drt wl/cell | 9.76 um |
| timing | Post-Route Skew | 3.26 ps |
| routing | Number of vias per cell | 3.50 |
| final layout | Top Layout Cells | 11 x sky130_fd_sc_hd__clkdlybuf4s50_1, 9 x sky130_fd_sc_hd__dfrtp_1, 5 x sky130_fd_sc_hd__nand3_1, 5 x sky130_fd_sc_hd__nor2_1, 4 x sky130_fd_sc_hd__nand2_1 |
| floorplan | Overall die area | 6400 um^2 |
| critical path | Series of cell instances along the critical path | clkdlybuf4s50_1 |
| place | Quantity of I/O buffers inserted on ports | 11 |
| floorplan | Floorplan-stage core utilization | 0.119 |
| cts | Post-CTS setup repair buffer count | 0 |
| final layout | Gate Area | 179 um^2 |
| timing | Upper clock frequency limit | 0.614 GHz |
| pwr | Cell area power density | 619 nW/um^2 |
| final layout | Fin cells | 101 |
| synth | Total cell area reported by yosys after synthesis | 408 um^2 |
| routing | DRC errors left | 0 |
| floorplan | Chip height | 80 um |
| place | Placed inst area | 576 um^2 |
| critical path | Worst flop-to-flop path startpoint | count[0] |
| synth | Unique cell types | 16 |
| final layout | Layout area overhead | 47.5% |
| critical path | Type of the worst setup path | reg2out |
| routing | Detailed-route wire length | 986 um |
| place | Cell count after placement | 97 |
| outcome | Outcome | completed |
| timing | Share of the clock period used by the worst path after layout | 0.815 |
| routing | Post-DRT Antenna Nets | 0 |
| cts | Clock buffers created by TritonCTS | 3 |
| critical path | Family of cells with the greatest summed delay on the critical path | buffers and inverters |
| timing | Max-slew violation count | 0 |
| cts | Number of levels the H-tree was split into | 1 |
| timing | Final worst hold slack | 439 ps |
| synth | Warning count from the yosys run | 1 |
| final layout | Combined flip-flop and latch cell area | 225 um^2 |
| critical path | Capture instance of the worst register-to-register path | count[6] |
| min path | Class of the worst hold path | in2async |
| timing | Setup TNS after final layout | 0 ps |
| final layout | Commonest Layout Cell | sky130_fd_sc_hd__clkdlybuf4s50_1 |
| pwr | Worst voltage drop across the vdd grid | 0.210 mV |
| job | Number of max-cap violations | 0 |
| floorplan | Std-Cell Rows | 21 |
| synth | Sequential-to-total area share from yosys stat | 0.552 |
| cts | Clock Path Buffers | 2 |
| critical path | Buffers and inverters on the worst path | 1 |
| synth | Mapped Area | 408 um^2 |
| critical path | Critical Path End Type | output pin |
| cts | Insertion delay to the later sink of the worst-skew pair | 250 ps |
| place | Pre-CTS setup slack | 628 ps |
| critical path | Reg2reg setup slack | 680 ps |
| floorplan | Core Footprint | 3420 um^2 |
| cts | TritonCTS clock tree | yes |
| floorplan | Count of boundary I/O pins | 12 |
| floorplan | Die width | 80 um |
| timing | PnR worst setup slack | 370 ps |
| timing | Clock period minus final worst setup slack | 1630 ps |
| routing | Number of DRC violations after detailed-routing iteration 0 | 11 |
| timing | Unrepaired setup endpoints after global routing | no |
| critical path | R2r worst-path depth | 4 |
| routing | Topmost layer with routed signal wires | met4 |
| synth | Synthesized area per cell | 10.2 um^2 |
| routing | Routed metal-1 wirelength | 456 um |
| critical path | Critical path launch point type | register |
| timing | Count of endpoints failing hold in the final timing report | 0 |
| routing | Vias after detailed routing | 353 |
| final layout | Fillcell total | 388 |
| place | Sum of net half-perimeters after detailed placement | 800 um |
through the flow:
stage	total power [mW]	util
floorplan	0.216	-
global placement	0.246	0.168
detailed placement	0.247	0.168
CTS	0.381	0.176
global route	0.396	0.176
finish	0.373	0.176
sequential cells by signal, indices dropped and copies added (netlist names):
signal and flops:
count 8, wrap 1
cell families (layout without fill, tap and decap cells):
logic type / count (synthesis) / count (layout) / synth area share
xor gates and xnor gates: 3 / 3 / 0.0644
AOI/OAI and AO/OA: 5 / 5 / 0.0675
buffers and inverters: 1 / 16 / 0.00919
and+or+nand+nor: 21 / 21 / 0.276
adders and majority gates: 1 / 1 / 0.0307
DFF: 9 / 9 / 0.552
report_power, final:
group          leakage, nW  total (mW)  switching, mW  internal [mW]
combinational       0.0942      0.0386         0.0139         0.0247
clock               0.0150       0.131         0.0544         0.0763
sequential           0.122       0.203         0.0126          0.191
total                0.231       0.373         0.0809          0.292
worst max path at each step:
stage         startpoint        to  slack [ps]  depth (start not counted)
global route    count[2]  count[2]         300                          1
finish          count[2]  count[2]         370                          1
CTS             count[3]  count[3]         350                          1
synth_stat cells:
| master | number | share of area |
|---|---|---|
| sky130_fd_sc_hd__o21ai_0 | 2 | 0.025 |
| sky130_fd_sc_hd__xor2_1 | 2 | 0.043 |
| sky130_fd_sc_hd__nand3_1 | 5 | 0.061 |
| sky130_fd_sc_hd__nand4_1 | 1 | 0.015 |
| sky130_fd_sc_hd__nand2_1 | 4 | 0.037 |
| sky130_fd_sc_hd__nor2_1 | 5 | 0.046 |
| sky130_fd_sc_hd__dfrtp_1 | 9 | 0.55 |
| sky130_fd_sc_hd__or3_1 | 3 | 0.046 |
| sky130_fd_sc_hd__a31oi_1 | 2 | 0.031 |
| sky130_fd_sc_hd__and2_1 | 1 | 0.015 |
| sky130_fd_sc_hd__inv_1 | 1 | 0.0092 |
| sky130_fd_sc_hd__nand3_2 | 1 | 0.025 |
| sky130_fd_sc_hd__a21oi_1 | 1 | 0.012 |
| sky130_fd_sc_hd__xnor2_1 | 1 | 0.021 |
| sky130_fd_sc_hd__nand4_2 | 1 | 0.031 |
| sky130_fd_sc_hd__ha_1 | 1 | 0.031 |
routing by layer:
metal  track usage  up-vias
met4       0.00352        0
met2        0.0490       12
met3        0.0205        2
met5             0        -
met1        0.0360      166
li1              -      173
final cells by class:
class | instances | share of cell area
tap | 46 | 0.0956
multi-input combinational | 30 | 0.297
clock buffer | 4 | 0.0437
sequential | 9 | 0.374
timing repair buffer | 11 | 0.183
inverter | 1 | 0.00624
Power is estimated from default activity; no workload was simulated.
