<file path="flow/design.v">
module adder_subtractor #(
  parameter int WIDTH = 8
)(
  input  logic [WIDTH-1:0] a,
  input  logic [WIDTH-1:0] b,
  input  logic             sub,
  output logic [WIDTH-1:0] result,
  output logic             cout,
  output logic             overflow,
  output logic             zero
);
  logic [WIDTH-1:0] b_xor;
  assign b_xor = b ^ {WIDTH{sub}};
  ripple_carry_adder #(.WIDTH(WIDTH)) u_rca (
    .a   (a),
    .b   (b_xor),
    .cin (sub),
    .sum (result),
    .cout(cout)
  );
  assign overflow = (a[WIDTH-1] == b_xor[WIDTH-1]) && 
                    (result[WIDTH-1] != a[WIDTH-1]);
  assign zero = (result == {WIDTH{1'b0}});
endmodule
module full_adder (
  input  logic a,
  input  logic b,
  input  logic cin,
  output logic sum,
  output logic cout
);
  assign sum  = a ^ b ^ cin;
  assign cout = (a & b) | (cin & (a ^ b));
endmodule
module ripple_carry_adder #(
  parameter int WIDTH = 8
)(
  input  logic [WIDTH-1:0] a,
  input  logic [WIDTH-1:0] b,
  input  logic             cin,
  output logic [WIDTH-1:0] sum,
  output logic             cout
);
  logic [WIDTH:0]   carry;
  assign carry[0] = cin;
  genvar i;
  generate
    for (i = 0; i < WIDTH; i++) begin : GEN_FA
      full_adder u_fa (
        .a   (a[i]),
        .b   (b[i]),
        .cin (carry[i]),
        .sum (sum[i]),
        .cout(carry[i+1])
      );
    end
  endgenerate
  assign cout = carry[WIDTH];
endmodule
</file>
<file path="flow/config.mk">
export PLATFORM = sky130hd
export DESIGN_NAME = adder_subtractor
export DESIGN_NICKNAME = adder_subtractor
export VERILOG_FILES = /design/flow/design.v
export SDC_FILE = /design/flow/constraint.sdc
export NUM_CORES = 4
export LEC_CHECK = 1
export CORE_AREA = 10 10 70 70
export DIE_AREA = 0 0 80 80
</file>
<file path="flow/run.sh">
#!/bin/bash
# OpenROAD 26Q1-2900-gdf79404cd8, Yosys 0.63+post, stock flow scripts
make -C /OpenROAD-flow-scripts/flow DESIGN_CONFIG=/design/flow/config.mk WORK_HOME=/design/flow/orfs finish
</file>
<file path="flow/constraint.sdc">
current_design adder_subtractor

set clk_period 9.8
set clk_io_pct 0.2

create_clock -name clk0 -period $clk_period

set non_clock_inputs [all_inputs -no_clocks]
set_input_delay [expr $clk_period * $clk_io_pct] -clock clk0 $non_clock_inputs
set_output_delay [expr $clk_period * $clk_io_pct] -clock clk0 [all_outputs]
</file>
==> flow_metrics.env <==
# source this file to load flow results
export IMPL_drc=0
export IMPL_gr_total_overflow=0
export IMPL_portBuffers=28
export IMPL_post_cts_resized=0
export IMPL_grt_pass1_vias=312
export IMPL_slew_headroom=0.7175
export IMPL_fin_crit_ns=8.474
export IMPL_dp_hpwl_um=1008
export IMPL_ys_types=12
export IMPL_ys_warn_count=0
export IMPL_num_io_pins=28
export IMPL_p_per_area_nw_per_um2=76.33
export IMPL_fin_util=0.1930
export IMPL_die_x_um=80
export IMPL_warning_count=33
export IMPL_setup_violations=0
export IMPL_dieArea_um2=6400
export IMPL_syn_area_um2=386.6
export IMPL_fmax_mhz=118.0
export IMPL_drt_iter0_drc=2
export IMPL_hold_viol_final=0
export IMPL_ys_cells=44
export IMPL_num_fill_cells=374
export IMPL_yosys_stat_seqShare=0
export IMPL_row_count=21
export IMPL_hold_depth=3
export IMPL_flops=0
export IMPL_core_um2=3416
export IMPL_place_congestion=0.7769
export IMPL_fin_area_um2=659.4
export IMPL_cp_arrival_ns=6.51
export IMPL_area_growth_syn_to_layout_pct=70.55
export IMPL_cp_end_kind="output pin"
export IMPL_layout_drive_gt1_share=0.01587
export IMPL_ant_nets=0
export IMPL_crit_path_start_kind="input port"
export IMPL_lay_top_count="clkdlybuf4s50_1"
export IMPL_path_class="in2out"
export IMPL_status="complete, no violations"
export IMPL_p_leak_uw=0.0002736
export IMPL_grt_max_degree=9
export IMPL_wirelength_um=1004
export IMPL_comb_area_um2=272.8
export IMPL_dpl_instance_area_um2=659.4
export IMPL_syn_instance_count=44
export IMPL_hold_path_class="in2out"
export IMPL_fp_dieH_um=80
export IMPL_avgViaCountPerCell=2.761
export IMPL_synth_chip_area_um2=386.6
export IMPL_fin_crit_sh=0.8647
export IMPL_timing_max_cap_violations=0
export IMPL_syn_avg_cell_area_um2=8.787
export IMPL_clockBufferCount=0
export IMPL_grt_setup_unrepaired="no"
export IMPL_crit_fanout=8
export IMPL_antenna_diode_count=0
export IMPL_whs_ns=4.918
export IMPL_initial_core_util=0.1132
export IMPL_worstHoldEndpoint="result[0]"
export IMPL_cp_required_ns=7.84
export IMPL_fin_setup_tns_ns=0
export IMPL_grt_pass1_wl_um=1476
export IMPL_drt_pass1_iter_count=2
export IMPL_flop_area_um2=0
export IMPL_most_common_layout_cells="clkdlybuf4s50_1 (28), inv_1 (13), fa_1 (7)"
export IMPL_peakVddDrop_mv=0.009343
export IMPL_hold_buffers=0
export IMPL_post_cts_buffers=0
export IMPL_maxSlewViolCount=0
export IMPL_antenna_found_initial=0
export IMPL_wl_per_cell_um=9.211
export IMPL_route_vias_total=301
export IMPL_worst_slew_pin_slew_ns=0.4224
export IMPL_hold_start="a[0]"
export IMPL_grt_usage=0.02837
final cells by class:
class                      instances  area share
timing repair buffer              28      0.4250
multi-input combinational         22      0.4137
tap                               46     0.08729
inverter                          13     0.07400
per-stage QoR:
stage / instances / setup WS [ns] / total power (µW)
floorplan: 44 / 2.580 / 30.46
global placement: 109 / 1.287 / 52.02
detailed placement: 109 / 1.251 / 52.24
CTS: 109 / 1.250 / 52.35
global route: 109 / 1.034 / 57.03
finish: 109 / 1.326 / 50.33
worst max-delay path, cell delays in order:
cell and delay (ns):
clkdlybuf4s50_1 0.73, xnor2_1 0.16, fa_1 0.42, fa_1 0.38, fa_1 0.36, inv_1 0.08
fa_1 0.17, inv_1 0.05, fa_1 0.37, fa_1 0.36, inv_1 0.07, fa_1 0.45
nand4b_1 0.22, nor4_2 0.22, clkdlybuf4s50_1 0.50
cell families (layout without fill, tap and decap cells):
| logic type | Yosys count | count (layout) | synth area share |
|---|---|---|---|
| xor gates and xnor gates | 9 | 9 | 0.2039 |
| adders and majority gates | 8 | 8 | 0.3948 |
| buffers and inverters | 22 | 41 | 0.2945 |
| muxes | 1 | 1 | 0.02589 |
| and+or+nand+nor | 4 | 4 | 0.08091 |
per-layer routing:
| layer | GRT usage | part of all wire | vias up |
|---|---|---|---|
| met2 | 0.06019 | 0.58 | 11 |
| met4 | 0 | 0 | 0 |
| met5 | 0 | 0 | - |
| met1 | 0.02826 | 0.34 | 137 |
| met3 | 0.005682 | 0.083 | 0 |
| li1 | - | - | 153 |
synthesized netlist by cell type:
cell,n,share of area
buf_2,1,0.013
buf_4,8,0.16
fa_1,7,0.36
ha_1,1,0.032
inv_1,13,0.13
mux2i_1,1,0.026
nand2b_1,1,0.016
nand4b_1,1,0.023
nor2_1,1,0.0097
nor4_2,1,0.032
xnor2_1,6,0.14
xor2_1,3,0.068
report_power, final:
group / internal (µW) / switching [µW]
combinational: 33.6 / 16.7
sequential: 0 / 0
clock: 0 / 0
total: 33.6 / 16.7
how the worst max path moves through the flow:
| stage | start | slack, ns | end | cells after the start |
|---|---|---|---|---|
| 4_1_cts | sub | 1.25 | zero | 15 |
| 5_1_grt | sub | 1.03 | zero | 15 |
| 6_report | sub | 1.33 | zero | 15 |
Power and IR drop assume default switching activity.
